--- config.mk ---
export PLATFORM = sky130hd
export DESIGN_NAME = bram_mem
export DESIGN_NICKNAME = bram_mem
export VERILOG_FILES = /design/flow/design.v
export SDC_FILE = /design/flow/constraint.sdc
export NUM_CORES = 4
export LEC_CHECK = 1
export CORE_UTILIZATION = 50
--- constraint.sdc ---
current_design bram_mem

set clk_period 6.9
set clk_io_pct 0.2

create_clock -name clk0 -period $clk_period [get_ports {clk}]

set non_clock_inputs [all_inputs -no_clocks]
set_input_delay [expr $clk_period * $clk_io_pct] -clock clk0 $non_clock_inputs
set_output_delay [expr $clk_period * $clk_io_pct] -clock clk0 [all_outputs]
--- design.v ---
`timescale 1ns / 1ps
module bram_mem #(	localparam WIDTH = 16,
					localparam DEPTH = 8)
	(	input logic clk,
		input logic RESET,
		input logic wr_en,
		input logic [DEPTH-1:0] address,		
		input logic [WIDTH-1:0] wr_data,
		output logic [WIDTH-1:0] rd_data,
		output logic [15:0] mem
	);
(*ram_style="block"*) logic [DEPTH-1:0][WIDTH-1:0] r_mem;
always @(posedge clk) begin
	if(RESET) begin
		r_mem <= 0;
	end
	else begin
		if(wr_en) begin
			r_mem[address] <= wr_data;
		end
		else begin
			rd_data <= r_mem[address];
		end
	end
end
assign mem[0] = r_mem[1][0];
assign mem[1] = r_mem[1][1];
assign mem[2] = r_mem[1][2];
assign mem[3] = r_mem[1][3];
assign mem[4] = r_mem[1][4];
assign mem[5] = r_mem[1][5];
assign mem[6] = r_mem[1][6];
assign mem[7] = r_mem[1][7];
assign mem[8] = r_mem[1][8];
assign mem[9] = r_mem[1][9];
assign mem[10] = r_mem[1][10];
assign mem[11] = r_mem[1][11];
assign mem[12] = r_mem[1][12];
assign mem[13] = r_mem[1][13];
assign mem[14] = r_mem[1][14];
assign mem[15] = r_mem[1][15];
endmodule
--- run.sh ---
#!/bin/bash
# OpenROAD 26Q1-2900-gdf79404cd8, Yosys 0.63+post, stock flow scripts
make -C /OpenROAD-flow-scripts/flow DESIGN_CONFIG=/design/flow/config.mk WORK_HOME=/design/flow/orfs finish
==> flow_summary.yaml <==
# implementation run metrics
outcome:
  status: "completed"
floorplan:
  die_y_um: 118
  rows: 42
  fp.coreArea_um2: 13200
  pin_count: 59
  dieArea_um2: 13900
  dieWidth_um: 118
  fp-utilization: 0.511
power_and_ir_drop:
  clockPowerShare: 0.483
  seqPwrFrac: 0.461
  intPower_mw: 1.43
  vdd_ir_drop_max_mv: 0.210
  p_per_area_nw_per_um2: 237
  total_power_mw: 1.85
  p_comb_frac: 0.056
  switchingPower_mw: 0.413
  sw_frac_of_total: 0.224
  p_leak_nw: 3.30
sta:
  fin_tns_setup_ps: 0
  clock_skew_ps: 6.32
  worst_slew_pin_slew_ps: 776
  slew_viol_final: 0
  rsz0062_at_grt: "no"
  period_used_share: 0.636
  hold-worst-slack_ps: 450
  relSlewSlack: 0.482
  fmax_mhz: 228
  setup_violations: 0
  hold_violations: 0
  min_period_ps: 4390
min_path:
  min_path_cells: 2
  min_path_type: "reg2reg"
worst_setup_path:
  required_ps: 7240
  critPathCaptureType: "flip-flop"
  cp_max_fo: 20
  worst_r2r_path_depth: 3
  path_buffers: 1
  arrival_ps: 4730
  crit_slowest_cell: "and2_1"
  path_depth: 9
  path_cells: "clkdlybuf4s50_1, or2_1, nor4_1, ha_1, or4bb_1, nor3_1, and2_1, nand2_1, a21oi_1"
  start_kind: "input port"
  crit_type: "in2reg"
  critPathMaxStageDelay_ps: 660
  critical_path.top_delay_family: "simple AND/OR/NAND/NOR gates"
logic_synthesis:
  synth_cells: 618
  ys_async_sr_fraction: 0
  synth_warnings: 1
  most_common_cell: "dfxtp_1"
  yosysCellCount: 618
  ys_top_cells_by_count: "dfxtp_1, mux2i_1, nand2b_1, nand2_1, nor2_1"
  synthDominantCellAreaShare: 0.380
  ys.flops: 144
  synth_cell_types: 39
  synth_area_um2: 6740
  synth_area_per_cell_um2: 10.9
  edf_count: 16
  top_area_cell: "dfxtp_1"
  ys_chip_area_um2: 6740
  ys.flop_type: "dfxtp_1"
  area_leaders: "dfxtp_1, mux2i_1, mux4_2"
  postSynthSeqShare: 0.452
place:
  io_buffers: 58
  dp_hpwl_um: 9610
  place.gp.congestion: 0.837
  place_inst: 801
clocking:
  tritoncts: "built"
  numCtsBuffers: 17
  cts_hold_buf: 0
  clockRootBuffer: "clkbuf_16"
  clk_latency_ps: 410
  cts_sinks: 144
  clockBufferDepth: 2
  htreeDepth: 4
  cts_setup_buffers: 0
  cts_resized: 0
  path_clk_slew_ps: 60
cells_and_area:
  seq_area_um2: 3040
  final_util: 0.592
  final_cells: 833
  fill_cells: 1072
  syn_to_final_growth_pct: 15.9
  comb_area_um2: 3330
  drive_gt1_frac: 0.125
routing:
  wl_um: 15100
  ant_nets: 0
  viasPerCell: 5.41
  detail_route.wl_per_cell_um: 18.1
  drt_pass1_iterations: 4
  antenna_cells: 0
  detail_route.iter0.violations: 301
  vias: 4510
  drc: 0
run:
  warnings: 25
  drv_cap: 0
grt:
  track_usage: 0.241
  grt.overflow.total: 0
  antenna_found_initial: 0
  grt_pass1_wl_um: 24600
  grt_pass1_vias: 4579
  grt_max_degree: 84
-- per-layer routing --
layer / part of all wire / up-vias / global-route usage
met5: 0 / - / 0
met4: 0.010 / 0 / 0.0256
met3: 0.093 / 11 / 0.0936
met2: 0.42 / 148 / 0.331
met1: 0.47 / 2167 / 0.395
li1: - / 2184 / -
-- power groups by stage --
stage                 clock network (mW)  logic (mW)  registers (mW)
final                              0.893       0.104           0.852
after global routing               0.946       0.112           0.852
after CTS                          0.910       0.105           0.852
-- layout make-up --
class	count	share of cell area
timing repair buffer	66	0.0804
multi-input combinational	411	0.426
inverter	4	0.00192
tap	176	0.0282
clock inverter	14	0.0175
clock buffer	18	0.0562
sequential	144	0.390
-- worst min-delay path: cells and delay by family, from the launching register on --
| family | cells | cell delay [ps] |
|---|---|---|
| flip-flops | 1 | 310 |
| AND/OR/NAND/NOR | 1 | 50 |
| AND-OR/OR-AND | 1 | 50 |
-- cell usage in the layout (no fill, tap or decap), drive strengths merged, types with 2 or more instances in the layout --
| cell | count |
|---|---|
| nor3 | 4 |
| a21oi | 33 |
| nor4b | 2 |
| nand3 | 3 |
| nand2 | 66 |
| clkdlybuf4s50 | 55 |
| nand2b | 99 |
| xor2 | 2 |
| nand4 | 3 |
| nor4 | 3 |
| buf | 11 |
| clkinv | 8 |
| mux2i | 112 |
| nor2 | 35 |
| dfxtp | 128 |
| bufinv | 2 |
| inv | 8 |
| nor2b | 2 |
| ha | 2 |
| clkbuf | 18 |
| mux4 | 32 |
| nand3b | 3 |
| edfxtp | 16 |
-- flip-flops by register name (all words and copies together), names as in the netlist --
name	count
rd_data	16
r_mem	128
-- per-stage QoR --
stage          instance area (um2)  setup WS, ps
2_1_floorplan                 6740          3160
3_3_place_gp                  7230          2270
3_5_place_dp                  7230          2120
4_1_cts                       7810          2520
5_1_grt                       7810          2250
6_report                      7810          2510
-- cell families (layout without fill, tap and decap cells) --
| kind of cell | after synthesis | count (layout) | share of synthesized area |
|---|---|---|---|
| AND-OR/OR-AND | 36 | 36 | 0.0303 |
| multiplexers | 144 | 144 | 0.273 |
| XOR/XNOR | 3 | 3 | 0.00390 |
| AND/OR/NAND/NOR | 226 | 226 | 0.182 |
| buffers and inverters | 63 | 102 | 0.0546 |
| adder cells (fa/ha/maj) | 2 | 2 | 0.00371 |
| flip-flops | 144 | 144 | 0.452 |
-- final timing paths --
path	startpoint	end	slack (ps)
setup / recovery	address[3]	r_mem[12]	2510
hold / removal	r_mem[9]	r_mem[9]	450
hold reg to reg	r_mem[9]	r_mem[9]	450
setup reg to reg	r_mem[59]	rd_data[11]	5620
Power is estimated from default activity; no workload was simulated.
