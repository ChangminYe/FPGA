--- ./run.sh ---
#!/bin/bash
# OpenROAD 26Q1-2900-gdf79404cd8, Yosys 0.63+post, stock flow scripts
make -C /OpenROAD-flow-scripts/flow DESIGN_CONFIG=/design/flow/config.mk WORK_HOME=/design/flow/orfs finish
--- ./config.mk ---
export PLATFORM = sky130hd
export DESIGN_NAME = fx3_controller
export DESIGN_NICKNAME = fx3_controller
export VERILOG_FILES = /design/flow/design.v
export SDC_FILE = /design/flow/constraint.sdc
export NUM_CORES = 4
export LEC_CHECK = 1
export CORE_UTILIZATION = 30
--- ./design.v ---
`timescale 1ns / 1ps
module fx3_controller(
	input logic clk,
	input logic RESET,
	output logic [3:0] LED_S,
	input logic FLAGC,
	inout logic [31:0] DQ,
	output logic SLCS_N, SLWR_N, SLRD_N, SLOE_N, PKTEND_N,
	output logic [1:0] A,
	input logic END_FLAG,
	input logic [31:0] MEMBRANE_POTENTIAL,	 
	output logic SPIKE_IN,
	output logic START_FLAG
    );
logic data_cmd;
logic [31:0] pc_cmd;
logic [31:0] data_from_pc, data_to_pc;
logic start, start_r;
logic SLCS_N_r, SLRD_N_r, SLOE_N_r, SLWR_N_r, PKTEND_N_r;
logic [1:0] A_r;
assign data_from_pc = data_cmd ? DQ : 0;
assign DQ = data_cmd ? 32'bz : data_to_pc;
typedef enum {IDLE, DATA_IN_1, READ_DEALY_1, CMD_CHECK, DATA_IN_2, READ_DEALY_2, DATA_OUT_READY, DATA_OUT} state_machine;
state_machine state;
always_comb begin
	if(RESET) begin
		start_r = 0;
	end
	else begin
		if(FLAGC) begin
			start_r = 1;
		end
		else begin
			start_r = 0;
		end
	end
end
always_comb begin
SLCS_N_r = 0;
SLRD_N_r = 1;
SLOE_N_r = 0;
SLWR_N_r = 1;
PKTEND_N_r = 1;
A_r = 2'b11;
	if(RESET) begin
		SLCS_N_r = 0;
		SLRD_N_r = 1;
		SLOE_N_r = 0;
		SLWR_N_r = 1;
		PKTEND_N_r = 1;
		A_r = 2'b11;
	end
	else begin
		case(state)
			IDLE : begin
				SLCS_N_r = 0;
				SLRD_N_r = 1;
				SLOE_N_r = 0;
				SLWR_N_r = 1;
				PKTEND_N_r = 1;
				A_r = 2'b11;
			end
			DATA_IN_1 : begin
				SLCS_N_r = 0;
				SLRD_N_r = 0;
				SLOE_N_r = 0;
				SLWR_N_r = 1;
				PKTEND_N_r = 1;
				A_r = 2'b11;
			end
			READ_DEALY_1 : begin
				SLCS_N_r = 0;
				SLRD_N_r = 1;
				SLOE_N_r = 0;
				SLWR_N_r = 1;
				PKTEND_N_r = 1;
				A_r = 2'b11;
			end
			CMD_CHECK : begin
				SLCS_N_r = 0;
				SLRD_N_r = 1;
				SLOE_N_r = 0;
				SLWR_N_r = 1;
				PKTEND_N_r = 1;
				A_r = 2'b11;
			end
			DATA_IN_2 : begin
				SLCS_N_r = 0;
				SLRD_N_r = 0;
				SLOE_N_r = 0;
				SLWR_N_r = 1;
				PKTEND_N_r = 1;
				A_r = 2'b11;
			end
			READ_DEALY_2 : begin
				SLCS_N_r = 0;
				SLRD_N_r = 1;
				SLOE_N_r = 0;
				SLWR_N_r = 1;
				PKTEND_N_r = 1;
				A_r = 2'b11;
			end
			DATA_OUT_READY : begin
				SLCS_N_r = 0;
				SLRD_N_r = 1;
				SLOE_N_r = 1;
				SLWR_N_r = 1;
				PKTEND_N_r = 1;
				A_r = 2'b11;
			end
			DATA_OUT : begin
				SLCS_N_r = 0;
				SLRD_N_r = 1;
				SLOE_N_r = 1;
				SLWR_N_r = 0;
				PKTEND_N_r = 0;
				A_r = 2'b00;
			end
			default : begin
				SLCS_N_r = 0;
				SLRD_N_r = 1;
				SLOE_N_r = 0;
				SLWR_N_r = 1;
				PKTEND_N_r = 1;
				A_r = 2'b11;
			end
		endcase  
	end
end
always @(posedge clk) begin
	SLCS_N <= SLCS_N_r; 
	SLRD_N <= SLRD_N_r;
	SLOE_N <= SLOE_N_r;
	SLWR_N <= SLWR_N_r;
	PKTEND_N <= PKTEND_N_r;
	A <= A_r;
	start <= start_r;
end
always @(posedge clk) begin
pc_cmd <= data_from_pc [31:0];
	if(RESET) begin
		data_cmd <= 1;
		state <= IDLE;
	end
	else begin
		case(state)
			IDLE : begin
				LED_S <= 1;
				data_cmd <= 1;
				if(start) begin
					state <= DATA_IN_1;
				end
				else begin
					state <= IDLE;
				end
			end
			DATA_IN_1 : begin		 
				LED_S <= 2;
				data_cmd <= 1;
				state <= READ_DEALY_1;
			end
			READ_DEALY_1 : begin   
				LED_S <= 3;
				data_cmd <= 1;
				if(!FLAGC) begin
					case(pc_cmd)
						32'hffff : begin
							state <= CMD_CHECK;
						end
						default : begin
							state <= IDLE;
						end
					endcase  
				end
				else begin
					state <= READ_DEALY_1;
				end
			end
			CMD_CHECK : begin	 
				LED_S <= 4;
				data_cmd <= 1;
				if(start) begin
					state <= DATA_IN_2;
				end
				else begin
					state <= CMD_CHECK;
				end
			end
			DATA_IN_2 : begin	 
				LED_S <= 5;
				data_cmd <= 1;
				state <= READ_DEALY_2;
			end
			READ_DEALY_2 : begin	 
				LED_S <= 6;
				data_cmd <= 1;
				if(!FLAGC) begin
					case(pc_cmd)
						32'hfcfd : begin
							START_FLAG <= 1;
							SPIKE_IN <= 1;
							state <= DATA_OUT_READY;
						end
						32'hfbfd : begin
							START_FLAG <= 1;
							SPIKE_IN <= 0;
							state <= DATA_OUT_READY;
						end
						default : begin
							SPIKE_IN <= 0;
							START_FLAG <= 0;
							state <= READ_DEALY_2;
						end
					endcase  
				end
				else begin
					state <= READ_DEALY_2;
				end
			end
			DATA_OUT_READY : begin	 
				LED_S <= 7;
				data_cmd <= 1;
				SPIKE_IN <= SPIKE_IN;
				START_FLAG <= 0;
				if(END_FLAG) begin
					state <= DATA_OUT;
				end
				else begin
					state <= DATA_OUT_READY;
				end
			end
			DATA_OUT : begin
				LED_S <= 8;
				data_cmd <= 0;
				SPIKE_IN <= 0;
				state <= CMD_CHECK;
			end
			default : begin
				state <= IDLE;
			end
		endcase  
	end
end
assign data_to_pc = MEMBRANE_POTENTIAL;
initial
begin
	data_cmd = 1;
	START_FLAG = 0;
	SPIKE_IN = 0;
	state = IDLE;
end
endmodule
--- ./constraint.sdc ---
current_design fx3_controller

set clk_period 3.2
set clk_io_pct 0.2

create_clock -name clk0 -period $clk_period [get_ports {clk}]

set non_clock_inputs [all_inputs -no_clocks]
set_input_delay [expr $clk_period * $clk_io_pct] -clock clk0 $non_clock_inputs
set_output_delay [expr $clk_period * $clk_io_pct] -clock clk0 [all_outputs]
==> flow_summary.yaml <==
# generated from flow reports
placed_design:
  portBuffers: 47
  final_gp_congestion: 0.769
  detailedPlacementHpwl_um: 2120
  setup_slack_placement_ns: 1.12
  placedCellCount: 258
yosys:
  enable_flop_cells: 6
  ys_async_sr_fraction: 0
  count_of_different_cell_masters_after_synthesis: 33
  syn-cell-area_mm2: 0.00184
  synth_chip_area_mm2: 0.00184
  syn_avg_cell_area_um2: 10.2
  yosys_register_bits: 46
  synth_sequential_area_ratio: 0.534
  ys_dominant_reg_cell: "dfxtp_1"
  yosysCellCount: 180
  yosys_warnings: 2
  syn-instance-count: 180
clocking:
  post_cts.repair.setup_buffers: 0
  cts.hold.buffers_added: 0
  clock_tree.buffer_depth: 2
  post_cts.resized_instances: 0
  cts.sinks: 46
  cts_buffers: 5
  ctsRootBufferMaster: "clkbuf_8"
  cts_max_level: 2
run_status:
  failing_step: "4_1_cts"
  stop_error: "[error] [KeplerFormal.cpp:679] Workflow failed: Iso has multiple drivers: .MEMBRANE_POTENTIAL0, input4.X0"
  run_status: "aborted with a tool error"
floorplan:
  initCoreUtil: 0.310
  floorplan.die.height_um: 80.3
  rows: 28
  top_level_ports: 81
  die_w_um: 80.3
-- synth_stat cells, drive strengths merged, types with 2 or more instances --
master  number  area [um^2]
a21oi        3         15.0
and2        32          200
and3         2         12.5
buf         36          270
clkbuf       8         30.0
dfxtp       40          801
edfxtp       6          180
inv          2         7.51
nand2        7         26.3
nand4        5         31.3
nor2         9         33.8
nor2b        4         25.0
nor3         2         10.0
nor3b        2         15.0
nor4         2         12.5
o21a         2         15.0
or3          2         13.8
or4b         3         33.8
-- logic make-up after synthesis --
kind of cell,count (synthesis),synth area share
buf+inv,46,0.167
compound gates,12,0.0456
flops,46,0.534
xor+xnor,2,0.00953
other cells,1,0.00204
simple gates,73,0.242
-- metrics by stage --
step	hold slack, ns	total power (uW)	area, um^2
3_3_place_gp	0.572	716	2100
3_5_place_dp	0.575	717	2100
2_1_floorplan	0.484	684	1840
Power figures rest on the tool's default switching activity, not on a simulated workload.
