$ cat ./constraint.sdc
current_design sram_controller

set clk_period 3.0
set clk_io_pct 0.2

create_clock -name clk0 -period $clk_period [get_ports {clk}]

set non_clock_inputs [all_inputs -no_clocks]
set_input_delay [expr $clk_period * $clk_io_pct] -clock clk0 $non_clock_inputs
set_output_delay [expr $clk_period * $clk_io_pct] -clock clk0 [all_outputs]
$ cat ./run.sh
#!/bin/bash
# OpenROAD 26Q1-2900-gdf79404cd8, Yosys 0.63+post, stock flow scripts
make -C /OpenROAD-flow-scripts/flow DESIGN_CONFIG=/design/flow/config.mk WORK_HOME=/design/flow/orfs finish
$ cat ./design.v
`timescale 1ns / 1ps
module sram_controller
	(input logic clk, reset,
	 input logic o_RX_DV,
	 input logic [7:0] o_RX_Byte,
	 output logic i_TX_DV,
	 output logic [7:0] i_TX_Byte,
	 input logic o_TX_Active,
	 inout logic [7:0] sram_data,
	 output logic [15:0] sram_addr,
	 output logic ce_n,
	 output logic oe_n,
	 output logic we_n
	 );
localparam SRAM_READ_CMD = 8'b0000_0001;
localparam SRAM_WRITE_CMD = 8'b0000_0010;
typedef enum {IDLE, ADDR_WAIT, SRAM_WRITE, SRAM_READ} state_t;
state_t controller_state;
logic [7:0] data_from_sram, data_to_sram;
logic data_dir;											 
logic [1:0] count;										 
logic [7:0] cmd;										 
assign data_from_sram = data_dir ? sram_data : 0;
assign sram_data = data_dir ? 8'bz : data_to_sram;
always @(posedge clk)
	if (reset) begin
		controller_state <= IDLE;
		data_dir <= 1;
		count <= 0;
		oe_n <= 1;
		ce_n <= 1;
		we_n <= 1;
		i_TX_DV <= 0;
	end
	else begin
		case (controller_state)
			IDLE : begin
				oe_n <= 1;
				ce_n <= 1;
				we_n <= 1;
				i_TX_DV <= 0;
				if (o_RX_DV) begin
					cmd <= o_RX_Byte;
					case (o_RX_Byte)
						SRAM_READ_CMD : controller_state <= ADDR_WAIT;
						SRAM_WRITE_CMD : controller_state <= ADDR_WAIT;
						default : controller_state <= IDLE;
					endcase
				end
			end
			ADDR_WAIT : begin
				if (o_RX_DV) begin
					if (count < 1) begin
						count <= count + 1;
						sram_addr[15:8] <= o_RX_Byte;
					end
					else begin
						count <= 0;
						sram_addr[7:0] <= o_RX_Byte;
						 case (cmd)
						 	SRAM_READ_CMD : begin
						 		controller_state <= SRAM_READ;
						 		data_dir <= 1;
						 		ce_n <= 0;
						 		oe_n <= 0;
						 	end
						 	SRAM_WRITE_CMD : begin
						 		controller_state <= SRAM_WRITE;
						 		data_dir <= 0;
						 	end
						 	default : controller_state <= IDLE;
						 endcase
					end
				end
			end
			SRAM_WRITE : begin
				if (o_RX_DV) begin
					data_to_sram <= o_RX_Byte;
					ce_n <= 0;
					we_n <= 0;
					controller_state <= IDLE;
				end
			end
			SRAM_READ : begin
				if (~o_TX_Active) begin
					i_TX_DV <= 1;
					controller_state <= IDLE;
				end
				else begin
					i_TX_DV <= 0;
					controller_state <= SRAM_READ;
				end
			end
		endcase  
	end
assign i_TX_Byte = data_from_sram;
initial begin
	controller_state = IDLE;
	count = 0;
	ce_n = 1;
	oe_n = 1;
	we_n = 1;
	data_dir = 1;
	i_TX_DV = 0;
end
endmodule
$ cat ./config.mk
export PLATFORM = sky130hd
export DESIGN_NAME = sram_controller
export DESIGN_NICKNAME = sram_controller
export VERILOG_FILES = /design/flow/design.v
export SDC_FILE = /design/flow/constraint.sdc
export NUM_CORES = 4
export LEC_CHECK = 1
export CORE_AREA = 10 10 104 104
export DIE_AREA = 0 0 114 114
==> impl_metrics.csv <==
group,metric,value,unit
synthesis,synth_top_flop_cell,"sky130_fd_sc_hd__edfxtp_1",
clock_tree,master_cell_of_the_clock_root_buffer,"sky130_fd_sc_hd__clkbuf_8",
clock_tree,cts.htree.levels,2,
clock_tree,cts_post_setup_buffers_inserted,0,
die,die_span_in_y,114,um
die,std_cell_rows,34,
placed_design,port_buffers,39,
synthesis,synth_area_per_cell,14.37,um2
synthesis,synth_cells,113,
synthesis,synth-async-reset-ratio,0,
status,status,"did not finish",
die,die_width,114,um
synthesis,synth-cells-yosys,113,
placed_design,last_weighted_congestion_value_of_the_routability_driven_placer,0.8371,
clock_tree,cts.path.max_buffers,2,
status,stage_where_the_run_ended,"clock tree synthesis",
clock_tree,cts.sink_count,41,
synthesis,seq_area_frac_synth,0.7026,
die,design.portCount,48,
status,firstError,"[error] [KeplerFormal.cpp:679] Workflow failed: Iso has multiple drivers: .sram_data0, sram_data[0]$_DFFE_PP_.Q0",
synthesis,synth_area,1624,um2
die,initCoreUtil,0.1871,
clock_tree,post_cts.resized_instances,0,
synthesis,synth_cell_types,35,
clock_tree,tritoncts.num_buffers,5,
synthesis,synthesis.yosys.warnings,2,
placed_design,pre_cts_slack,0.7582,ns
synthesis,count_of_library_flops_with_an_enable_pin,32,
synthesis,yosys.stat.chipArea,1624,um2
synthesis,synth-seq-cells,41,
clock_tree,cts_hold_buffers,0,
placed_design,hpwl,3000,um
-- logic make-up after synthesis --
family                     after synthesis  share of synthesized area
DFF                                     41                     0.7026
and+or+nand+nor                         39                     0.1418
AOI/OAI and AO/OA                       16                    0.07243
buffers and inverters                    9                    0.02619
adders and majority gates                6                    0.04622
xor gates and xnor gates                 2                    0.01079
-- cell usage after synthesis, types with 3 or more instances --
master	instances	share of area
sky130_fd_sc_hd__or3_1	3	0.012
sky130_fd_sc_hd__nor2_1	5	0.012
sky130_fd_sc_hd__dfxtp_1	9	0.11
sky130_fd_sc_hd__inv_1	6	0.014
sky130_fd_sc_hd__ha_1	6	0.046
sky130_fd_sc_hd__nand2_1	5	0.012
sky130_fd_sc_hd__nor3_1	3	0.0092
sky130_fd_sc_hd__edfxtp_1	32	0.59
sky130_fd_sc_hd__and2_1	8	0.031
-- metrics by stage --
stage,instances,area [um2]
floorplan,113,1624
global placement,260,2152
detailed placement,260,2152
